==> design/flow/design.v <==
module dmem(input          clk, we,
            input   [31:0] a, wd,
            output  [31:0] rd);
   reg [31:0] RAM[63:0];
  assign rd = RAM[a[31:2]];  
  always @(posedge clk)
    if (we)
      RAM[a[31:2]] <= wd;
endmodule
module imem(input   [5:0]  a,
            output  [31:0] rd);
   reg [31:0] RAM[63:0];
  initial
    begin
      $readmemh("memfile.dat",RAM, 0, 17);  
    end
  assign rd = RAM[a];  
endmodule
==> design/flow/memfile.dat <==
20020005
2003000c
2067fff7
00e22025
00642824
00a42820
10a7000a
0064202a
10800001
20050000
00e2202a
00853820
00e23822
ac670044
8c020050
08000011
20020001
ac020054
==> design/flow/run.sh <==
#!/bin/bash
# OpenROAD 26Q1-2900-gdf79404cd8, Yosys 0.63+post, stock flow scripts
make -C /OpenROAD-flow-scripts/flow DESIGN_CONFIG=/design/flow/config.mk WORK_HOME=/design/flow/orfs finish
==> design/flow/config.mk <==
export PLATFORM = sky130hd
export DESIGN_NAME = dmem
export DESIGN_NICKNAME = dmem
export VERILOG_FILES = /design/flow/design.v
export SDC_FILE = /design/flow/constraint.sdc
export NUM_CORES = 4
export LEC_CHECK = 1
export CORE_UTILIZATION = 40
==> design/flow/constraint.sdc <==
current_design dmem

set clk_period 40.2
set clk_io_pct 0.2

create_clock -name clk0 -period $clk_period [get_ports {clk}]

set non_clock_inputs [all_inputs -no_clocks]
set_input_delay [expr $clk_period * $clk_io_pct] -clock clk0 $non_clock_inputs
set_output_delay [expr $clk_period * $clk_io_pct] -clock clk0 [all_outputs]
==> metrics.yaml <==
syn_avg_cell_area_sq_um: 18.6
routed-via-count: 41400
combGateArea_sq_um: 16100
rsz0062_at_grt: "false"
yosysWarnings: 1
area_growth_pct: 13.7
track_usage: 0.229
h-tree-depth: 4
post_cts_buffers: 0
final_core_util: 0.458
post-dp-hpwl_um: 113000
top_cells_by_count: "2048 x edfxtp_1, 259 x mux2i_1, 188 x a22oi_1"
largest_area_cell: "edfxtp_1"
critPathLaunchType: "input port"
endpoint_kind: "primary output"
coreArea_sq_um: 195000
cts_buffers: 201
post_cts_resized: 0
outcome: "finished, final reports clean"
drt_drc_violations_left: 0
nFillCells: 16000
ys_chip_area_sq_um: 78300
min_period_over_period: 0.535
cp.arrival_ns: 13.46
path_common_cell: "buf_4"
gp_congestion: 0.866
async_reset_ff_frac: 0
synth_cell_types: 55
die_area_sq_um: 197000
relSlewSlack: 0.363
grt_overflow_total: 0
postRouteAntennaNets: 0
synth.most_common_cell: "edfxtp_1"
cts_tree: "yes"
topCellsByArea: "edfxtp_1 79%, mux2i_1 3.3%, mux4_2 2.8%"
drt_iter0_markers: 2940
critPathMaxFanout: 66
cts.sinks: 2048
setup_viol: 0
drv_cap: 0
ys.flops: 2048
crit_type: "input port to primary output"
slowest_stage: "buf_4"
power_frac_clock: 0.408
p_seq_frac: 0.540
cp.required_ns: 32.16
warning_count: 52
slew_violations: 0
flop_cell: "edfxtp_1"
path_cells: "buf_8, buf_4, buf_4, buf_4, buf_4, mux2_2, a21oi_1, o221ai_1, a221o_1, or3_1, clkdlybuf4s50_1"
irDropWorstVdd_mv: 0.0444
switchingPower_uw: 942
ioPinCount: 98
ff_latch_area_sq_um: 61500
largest_register_ffs: 2048
worst_pin_slew_ns: 0.953
cts_hold_buffers: 0
slowest_delay_ns: 0.65
ys_seq_frac: 0.786
top_cell_area_share: 0.786
fp_util: 0.402
p_int_uw: 3450
grt_max_degree: 95
ys_cells: 4207
edf_count: 2048
drive_gt1_frac: 0.181
wl_um: 206000
port_buffers: 71
firstDrtPassIters: 6
hp-class: "input port to flop"
critPathBufInv: 6
viasPerCell: 5.85
finalHoldViolCount: 0
grt_pass1_wl_um: 299000
swShare: 0.215
clock.fmax_mhz: 46.5
rows: 162
power.density_nw_per_um2: 49.3
period_minus_slack_ns: 21.50
routedWlPerCell_um: 29.1
grt_pass1_vias: 43900
grt_antenna_before_repair: 3
synth_area_sq_um: 78300
setup-tns-final_ns: 0
pwr-share-comb: 0.053
path_delay_family: "buffers and inverters"
clockBufferDepth: 3
chipHeight_um: 444
die_w_um: 444
synth_cells: 4207
leakagePower_uw: 0.0283
clk_pin_slew_ns: 0.06
cts_root_buf: "clkbuf_16"
==> placed cells by master, fill, tap and decap left out, types with 14 or more instances in the layout <==
cell type	count
mux2_2	147
nor2_1	77
clkbuf_1	59
nor3_1	19
o22a_1	70
a221oi_1	175
a222oi_1	16
a31oi_1	43
clkinv_2	27
buf_4	191
nand2_1	27
o21ai_0	84
or4_1	15
and3_1	85
edfxtp_1	2048
clkdlybuf4s50_1	36
mux4_2	96
clkinv_1	52
nor2_4	67
a22o_1	66
nand2b_1	15
a22oi_1	188
clkbuf_16	203
or4b_1	14
mux2i_1	259
o22ai_1	93
nand3_1	53
a21oi_1	121
a221o_1	15
o2bb2ai_1	15
a211oi_1	17
buf_2	32
nor4_1	14
==> cell families after synthesis <==
logic type             share of synthesized area
flip-flops                                 0.786
multiplexers                              0.0819
AND-OR/OR-AND                             0.0873
AND/OR/NAND/NOR                           0.0283
buffers and inverters                     0.0170
==> area by class of cell <==
type,instances,area share
Timing Repair Buffer,264,0.0229
Clock buffer,262,0.0595
Multi-Input combinational cell,1859,0.181
Antenna cell,1,0.0000281
Sequential cell,2048,0.691
Clock inverter,107,0.0104
Tap cell,2542,0.0357
Inverter,2,0.000169
==> worst paths after layout <==
kind	endpoint	start	slack (ns)	cells after the start
worst min-delay path	RAM[49][8]	wd[8]	7.86	2
worst max-delay path	rd[30]	a[4]	18.70	11
==> through the flow <==
stage | hold slack, ns | total power (uW) | instances | area (sq um) | setup slack (ns)
after floorplan | 8.14 | 2530 | 4207 | 78300 | 22.01
after global placement | 8.71 | 2640 | 6715 | 82800 | 18.72
after detailed placement | 8.72 | 2650 | 6715 | 82800 | 18.70
after CTS | 7.81 | 4420 | 7084 | 89000 | 18.70
after global routing | 7.87 | 4520 | 7084 | 89000 | 18.50
final | 7.86 | 4390 | 7085 | 89000 | 18.70
==> per-layer routing <==
layer,global-route usage,up-vias,part of all wire
li1,-,17900,-
met1,0.287,20800,0.34
met2,0.336,2391,0.47
met3,0.154,352,0.15
met4,0.0653,4,0.035
met5,0.00488,-,0.00066
==> power groups by stage <==
stage     clock, uW  sequential, uW  combinational, uW
4_1_cts        1820            2370                235
5_1_grt        1900            2370                249
6_report       1790            2370                232
Power and IR drop assume default switching activity.
